<file path="run.sh">
#!/bin/bash
# OpenROAD 26Q1-2900-gdf79404cd8, Yosys 0.63+post, stock flow scripts
make -C /OpenROAD-flow-scripts/flow DESIGN_CONFIG=/design/flow/config.mk WORK_HOME=/design/flow/orfs finish
</file>
<file path="config.mk">
export PLATFORM = sky130hd
export DESIGN_NAME = Nbit_ALU_Register
export DESIGN_NICKNAME = Nbit_ALU_Register
export VERILOG_FILES = /design/flow/design.v
export SDC_FILE = /design/flow/constraint.sdc
export NUM_CORES = 4
export LEC_CHECK = 1
export CORE_UTILIZATION = 30
</file>
<file path="constraint.sdc">
current_design Nbit_ALU_Register

set clk_period 7.7
set clk_io_pct 0.2

create_clock -name clk0 -period $clk_period [get_ports {clk}]

set non_clock_inputs [all_inputs -no_clocks]
set_input_delay [expr $clk_period * $clk_io_pct] -clock clk0 $non_clock_inputs
set_output_delay [expr $clk_period * $clk_io_pct] -clock clk0 [all_outputs]
</file>
<file path="design.v">
`timescale 1ns / 1ps
module FA(
    input a,b, c_in,
    output c_out, sum
    );
wire		not_a, not_b, not_c;
wire		and1_out, and2_out, and3_out, and4_out, and5_out, and6_out, and7_out;
not	   not1		(not_a, a); 
not	   not2		(not_b, b);
not	   not3		(not_c, c_in);
and		and1		(and1_out, a, not_b, not_c);
and		and2		(and2_out, not_a, b, not_c);   
and		and3		(and3_out, not_a, not_b, c_in);  
and		and4		(and4_out, a, b, c_in);
or		or1		    (sum, and1_out, and2_out, and3_out, and4_out);
and		and5		(and5_out, a, c_in);
and		and6		(and6_out, b, c_in);
and		and7		(and7_out, a, b);
or		or2		    (c_out, and5_out, and6_out, and7_out);
endmodule
`timescale 1ns / 1ps
module Nbit_ALU(r1, r2, r3, ALUop);
parameter n = 32;
input[n-1:0] r2, r3;
input[2:0] ALUop;
output[n-1:0] r1;
wire[n:0] carrySum,
          carryDiff;
wire[n-1:0] select0, 
            select1, 
            select2,
            select2_x,
            select3, 
            select4, 
            select5,
            select6,
            selectX, 
            not_r3;
wire sum_c_out,
     diff_c_out;
assign carrySum[0] = 1'b0;
assign carryDiff[0] = 1'b1; 
assign select6[n-1:1] = 31'b000_0000_0000_0000_0000_0000_0000_0000;        
genvar ii;
generate
for(ii = 0; ii < n; ii = ii + 1)
begin
    bitSlice bx (.r1(selectX[ii]), .r2(1'bx), .r3(r3[ii]), .ALUop(3'b000) );
    bitSlice b0 (.r1(select0[ii]), .r2(r2[ii]), .r3(r3[ii]), .ALUop(3'b000) );
    bitSlice b1 (.r1(select1[ii]), .r2(r2[ii]), .r3(r3[ii]), .ALUop(3'b001) );
    bitSlice b2 (.r1(select2[ii]), .r2(r2[ii]), .r3(r3[ii]), .ALUop(3'b010), .c_in(carrySum[ii]), .c_out(carrySum[ii + 1]) );
    bitSlice b  (.r1(not_r3[ii]),  .r2(r3[ii]), .r3(r2[ii]), .ALUop(3'b001) );
    bitSlice b3 (.r1(select3[ii]), .r2(r2[ii]), .r3(not_r3[ii]), .ALUop(3'b010), .c_in(carryDiff[ii]), .c_out(carryDiff[ii + 1]) );
    bitSlice b4 (.r1(select4[ii]), .r2(r2[ii]), .r3(r3[ii]), .ALUop(3'b100) );
    bitSlice b5 (.r1(select5[ii]), .r2(r2[ii]), .r3(r3[ii]), .ALUop(3'b101) );
end
endgenerate
assign select6[0] = select3[n-1];
assign r1 = (ALUop[2]) ? ( (ALUop[1]) ? ( (ALUop[0]) ? ( selectX ) : 
                                                       ( select6 ) ) : 
                                        ( (ALUop[0]) ? ( select5 ) : 
                                                       ( select4 ) ) ) : 
                         ( (ALUop[1]) ? ( (ALUop[0]) ? ( select3 ) : 
                                                       ( select2 ) ) : 
                                        ( (ALUop[0]) ? ( select1 ) : 
                                                       ( select0 ) ) );
endmodule
`timescale 1ns / 1ps
module Nbit_ALU_Register (r2, r3, ALUop, r0, clk);
parameter n = 32;
input[n-1:0] r2, r3;
input[2:0] ALUop;
input clk;
output [n-1:0] r0;
wire[n-1:0] r1;
Nbit_ALU #(n) alu1 (.r1(r1), .r2(r2), .r3(r3), .ALUop(ALUop) );
Nbit_Register #(n) reg1 (.outo(r0), .ino(r1), .clk(clk) );
endmodule
`timescale 1ns / 1ps
module Nbit_Register(outo, ino, clk);
parameter n = 32;
input [n-1:0] ino;
output [n-1:0] outo;
input clk;
genvar i;
generate
for (i = 0; i < n; i = i + 1) begin: registerblk
dff Dflipflop(.q(outo[i]) , .d(ino[i]), .clk(clk) );
end
endgenerate
endmodule
`timescale 1ns / 1ps
module bitSlice(
    input r2, r3, c_in,
    input[2:0] ALUop,
    output c_out, r1
);
wire select0, 
     select1, 
     select2, 
     select3, 
     select4, 
     select5,
     select2_c_out, 
     select3_c_out,
     not_select3_c_out, 
     not_r3;
assign select0 = r2;
not not1 (not_r3, r3);
not not2 (select1, r2);
not not3 (not_select3_c_out, select3_c_out);
FA add1 (.c_in(c_in), .a(r2), .b(r3), .c_out(select2_c_out), .sum(select2) );
FA sub1 (.c_in(1'b1), .a(r2), .b(not_r3), .c_out(select3_c_out), .sum(select3) );
or or1 (select4, r2, r3);
and and1 (select5, r2, r3);
assign r1    = (ALUop[2]) ? ( (ALUop[1]) ? ( (ALUop[0]) ? ( 1'bx              ) : 
                                                          ( select3_c_out     ) ) : 
                                           ( (ALUop[0]) ? ( select5           ) : 
                                                          ( select4           ) ) ) : 
                            ( (ALUop[1]) ? ( (ALUop[0]) ? ( select3           ) : 
                                                          ( select2           ) ) : 
                                           ( (ALUop[0]) ? ( select1           ) : 
                                                          ( select0           ) ) );
assign c_out = (ALUop[2]) ? ( (ALUop[1]) ? ( (ALUop[0]) ? ( 1'bx              ) : 
                                                          ( 1'bx              ) ) : 
                                           ( (ALUop[0]) ? ( 1'bx              ) : 
                                                          ( 1'bx              ) ) ) : 
                            ( (ALUop[1]) ? ( (ALUop[0]) ? ( not_select3_c_out ) : 
                                                          ( select2_c_out     ) ) : 
                                           ( (ALUop[0]) ? ( 1'bx              ) : 
                                                          ( 1'bx              ) ) );
endmodule
`timescale 1ns / 1ps
module dff(q, d, clk);
input		d, clk;       
output reg	q;            
always @(posedge clk)
q<=d;
endmodule
</file>
==> results_dict.tcl <==
# collected from the flow reports
set metrics [dict create \
    rsz0062_at_grt "true" \
    grt_pass1_vias 3262 \
    wire_per_inst_um 14.0 \
    p_leak_uw 0.00198 \
    ys_types 34 \
    portBuffers 99 \
    drive_gt1_frac 0.257 \
    status "finished with violations" \
    clkSinkCount 32 \
    ys_seq_share 0.168 \
    dp_cells 671 \
    die_x_um 115 \
    startpoint_type "input port" \
    die_area_um2 13100 \
    fmax_mhz 78.6 \
    drc_errors 0 \
    ant_nets 0 \
    cp_data_arrival_time_ns 12.88 \
    cp-end-kind "register" \
    grt_usage 0.158 \
    root_buffer "clkbuf_16" \
    ys_cells 425 \
    failed_checks "negative setup slack" \
    common_cells "a21oi_1 (61), fa_1 (59), buf_4 (33), nand3_1 (33)" \
    synth.most_common_cell "a21oi_1" \
    layout_setup_ws_ns -5.02 \
    area_growth_pct 39.8 \
    avgViaCountPerCell 4.81 \
    worst_pin_slew_ns 0.749 \
    ff_type "dfxtp_1" \
    initCoreUtil 0.313 \
    slowest_stage "fa_2" \
    clk_pin_slew_worst_paths_ns 0.05 \
    crit_top_cell "fa_2" \
    async_flop_share 0 \
    p_per_area_nw_per_um2 132 \
    cts-buffers-inserted 5 \
    top_register "reg1.registerblk.Dflipflop.q" \
    grt_start_max_net_pins 78 \
    largest_register_ffs 32 \
    largest_registers "reg1.registerblk.Dflipflop.q (32)" \
    diodes 0 \
    drt-total-wl_mm 9.52 \
    io_pins 100 \
    synthCells 425 \
    slew_headroom 0.501 \
    area_leaders "fa_1 (31%), dfxtp_1 (17%), a21oi_1 (8.0%), o221ai_1 (6.7%), buf_4 (6.5%)" \
    finalHoldViolations 0 \
    place_ws_ns -5.83 \
    grt_pass1_wl_mm 15.9 \
    setup_viol 17 \
    overflow 0 \
    switching_power_uw 218 \
    crit_required_ns 7.86 \
    cts_max_path_buffers 2 \
    finalCritPeriodShare 1.65 \
    first_iter_violations 155 \
    warning_count 30 \
    p_int_uw 483 \
    routabilityCongestion 0.838 \
    cts_tree "built" \
    antenna_found_initial 0 \
    syn_avg_cell_area_um2 8.95 \
    ir_drop_mv 0.0818 \
    cpPeakStageDelay_ns 0.41 \
    min_from "r2[1]" \
    worst-setup-path-type "in2reg" \
    hp-class "in2reg" \
    vias 3275 \
    fin_cells 681 \
    ys.flops 32 \
    swShare 0.311 \
    h-tree-depth 2 \
    core-area_um2 12200 \
    path_max_fanout 3 \
    comb_power_share 0.433 \
    ys_warn_count 1 \
    seq_power_share 0.275 \
    fp.dieH_um 115 \
    synth-edff-count 0 \
    top_area_cell "fa_1" \
    maxSlewViolCount 0 \
    dpl.hpwl_mm 6.92 \
    period_needed_ns 12.72 \
    syn_area_um2 3800 \
    hold_path_end "reg1.registerblk[1].Dflipflop.q" \
    maxCapViolations 0 \
    top_cell_area_share 0.311 \
    pwr-share-clk 0.292 \
    ys_area_um2 3800 \
    rows 40 \
    firstDrtPassIters 4 \
    min_delay_path_depth 5 \
]
## per-stage QoR
| stage | utilization | hold slack, ns | total power [µW] | TNS (ns) | area (µm²) |
|---|---|---|---|---|---|
| after floorplan | - | 1.78 | 375 | -45.14 | 4000 |
| after global placement | 0.420 | 2.20 | 492 | -64.10 | 5110 |
| after detailed placement | 0.420 | 2.20 | 498 | -64.14 | 5110 |
| after CTS | 0.435 | 1.75 | 712 | -50.68 | 5300 |
| after global routing | 0.437 | 1.79 | 761 | -53.53 | 5320 |
| final | 0.437 | 1.74 | 702 | -49.76 | 5320 |
## logic make-up after synthesis
group,share of synthesized area
muxes,0.00263
and+or+nand+nor,0.108
AOI/OAI and AO/OA,0.258
buffers and inverters,0.134
DFF,0.168
xor gates and xnor gates,0.00922
adders and majority gates,0.321
## worst max-delay path: cells and delay by family
| family | cells | cell delay (ns) |
|---|---|---|
| AND/OR/NAND/NOR | 1 | 0.11 |
| buffers and inverters | 3 | 0.23 |
| AND-OR/OR-AND | 2 | 0.40 |
| adder cells (fa/ha/maj) | 30 | 10.38 |
| XOR/XNOR | 1 | 0.17 |
## layer usage
| layer | share of wire | global-route usage |
|---|---|---|
| met5 | 0 | 0 |
| met4 | 0.0078 | 0.0113 |
| met3 | 0.044 | 0.0243 |
| met2 | 0.47 | 0.255 |
| met1 | 0.48 | 0.244 |
## cells in the final DEF, fill, tap and decap left out, drive strengths merged
cell type / count
and3b: 1
nor2b: 20
buf: 50
a311o: 1
xor2: 1
o21a: 21
or4b: 1
a31o: 1
xnor2: 3
clkdlybuf4s15: 1
a31oi: 1
o211ai: 1
a21oi: 61
nand2b: 2
o221ai: 29
o21ai: 22
clkinv: 2
nand2: 1
dfxtp: 32
inv: 33
dlygate4sd2: 1
nand3: 33
a211o: 10
fa: 59
o22ai: 1
ha: 3
clkdlybuf4s50: 91
and2: 1
nor2: 21
clkbuf: 6
o221a: 1
o32a: 1
mux2i: 1
## worst max path at each step
stage,startpoint,end,depth (start not counted)
4_1_cts,r2[0],reg1.registerblk[0].Dflipflop.q,37
5_1_grt,r2[0],reg1.registerblk[0].Dflipflop.q,37
6_report,r2[0],reg1.registerblk[0].Dflipflop.q,37
## timing repair
action	4_1_cts	5_1_grt
resized	26	6
pin swaps	6	7
buffers inserted	2	0
hold buffers	0	0
endpoints found under the hold margin	0	0
endpoints found under the setup margin	18	17
## power groups by stage
stage                 Clock (µW)  Combinational, µW  Sequential, µW
after CTS                    213                306             193
after global routing         219                347             195
final                        205                304             193
## area by class of cell
type	count	area [µm²]
Timing Repair Buffer	143	1320
Clock buffer	6	139
Fill cell	1119	6850
Clock inverter	2	10.0
Multi-Input combinational cell	297	2860
Inverter	33	136
Sequential cell	32	641
Tap cell	168	210
No activity file was given, so power comes from the tool's default toggle rates.
