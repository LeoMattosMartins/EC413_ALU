==> flow/run.sh <==
#!/bin/bash
# OpenROAD 26Q1-2900-gdf79404cd8, Yosys 0.63+post, stock flow scripts
make -C /OpenROAD-flow-scripts/flow DESIGN_CONFIG=/design/flow/config.mk WORK_HOME=/design/flow/orfs finish
==> flow/constraint.sdc <==
current_design bitSlice_v

set clk_period 1.2
set clk_io_pct 0.2

create_clock -name clk0 -period $clk_period

set non_clock_inputs [all_inputs -no_clocks]
set_input_delay [expr $clk_period * $clk_io_pct] -clock clk0 $non_clock_inputs
set_output_delay [expr $clk_period * $clk_io_pct] -clock clk0 [all_outputs]
==> flow/config.mk <==
export PLATFORM = sky130hd
export DESIGN_NAME = bitSlice_v
export DESIGN_NICKNAME = bitSlice_v
export VERILOG_FILES = /design/flow/design.v
export SDC_FILE = /design/flow/constraint.sdc
export NUM_CORES = 4
export LEC_CHECK = 1
export CORE_AREA = 10 10 70 70
export DIE_AREA = 0 0 80 80
==> flow/design.v <==
`timescale 1ns / 1ps
module bitSlice_v(
    input r2, r3, c_in,
    input[2:0] ALUop,
    output c_out, r1
    );
    reg r_c_out, r_r1;
    always @(*) begin
        case (ALUop)
            3'b000  :   {r_c_out, r_r1} = {1'bx, r2};
            3'b001  :   {r_c_out, r_r1} = {1'bx, ~r2};
            3'b010  :   {r_c_out, r_r1} = r2 + r3 + c_in;
            3'b011  :   {r_c_out, r_r1} = r2 + ~r3 + 1'b1;
            3'b100  :   {r_c_out, r_r1} = {1'bx, r2 | r3};
            3'b101  :   {r_c_out, r_r1} = {1'bx, r2 & r3};
            3'b110  :   {r_c_out, r_r1} = (r2 < r3);
            3'b111  :   {r_c_out, r_r1} = {1'bx, 1'bx};
        endcase
    end
    assign c_out = r_c_out;
    assign r1 = r_r1;
endmodule
==> Changelog: implementation <==
### Changed

* DR vias at 193
* Rel. slew slack at 83.5%
* CP Class: in -> out
* Crit. End Element: output port
* Detailed Place HPWL at 470 microns
* Hold_ws at 0.782 ns
* Worst Path Required at 0.96 ns
* Global-route wire length before repair at 986 microns
* Critical Path Fanout Max at 4
* Pleak at 0.142 nW
* Syn_area_per_cell at 7.86 sq um
* Die Area at 6400 sq um
* Yosys warns at 1
* Logic cell area at 159 sq um
* Cell area after layout at 323 sq um
* Worst slew pin tran at 0.247 ns
* Cells in synth_stat.txt at 21
* Boundary Pins at 8
* Dpl cells at 79
* Total Wirelength at 547 microns
* FP Util at 4.84%
* Placeable Area at 3420 sq um
* Initial antenna violation count at 1
* Wire per inst at 6.92 microns
* Vert. Die Dim at 80 microns
* PwrDens at 254 nW/um^2
* Distinct lib cells used at 16
* Crit path time final at 1.61 ns
* Clk_buf instances at 0
* Area Overhead vs Synth at 95.5%
* Share of layout cells above drive strength 1 at 36.4%
* Hold Path Class: in -> out
* Worst IR Drop VDD at 0.0502 mV
* Largest net degree at the start of global routing at 9
* 1st-iter DRT viols at 9
* Reg area at 0 sq um
* Sequential cell area fraction in the yosys report at 0%
* Fmax achieved at 622 MHz
* I/O Buffers at 8
* Post-synth top area cell: ha_1
* Post-synth top cells: ha_1, inv_1, o21ai_0
* Ant. Diodes at 0
* CP Launch Type: input pin
* RD Place Congestion at 0.758
* Worst Setup SP: r2
* Critical path arrival at 1.37 ns
* GRT overflow at 0
* Die W at 80 microns
* Final setup violation count at 2
* Dpl ws at -1.24 ns
* Synthesized instance count at 21
* Status: finished with violations
* Flop count at 0
* Via density at 2.44
* Final std cells w/o fill at 79
* Area leader share at 22.7%
* Filler instances at 403
* FP Rows at 21
* Synthesized area at 165 sq um
* Top area cell types: ha_1, fa_1, inv_1
* Pre-Repair DR Iteration Count at 3
* Max Slew Vio Count at 0
* DRC viols at 0
* YS chip area at 165 sq um
* Final Cycle Share at 134%
* Post-CTS Setup Inserts at 0
* Vias in the first global route at 201
* Log Warnings at 37
* Max-capacitance violation count at 0
* RSZ-0062 raised after global routing: true
* Final ANT Viol Nets at 0
* Final Hold Fails at 0
* Hold Startpoint: r2
* Failing checks: setup timing
* Setup ws final at -0.407 ns
* Placed Area at 333 sq um
* All-Layer GR Usage at 1.85%
cells in the final DEF, fill, tap and decap left out:
cell / Yosys / final
nand2b_1: 1 / 1
dlygate4sd2_1: 0 / 4
and3_2: 1 / 1
and2b_2: 1 / 1
buf_8: 0 / 1
nor2_1: 1 / 1
o31ai_1: 1 / 1
o21ai_0: 2 / 2
fa_1: 1 / 1
nand2_1: 1 / 1
nor3_1: 1 / 1
mux2i_1: 1 / 1
nor3b_2: 0 / 1
a21boi_0: 1 / 1
ha_1: 3 / 3
inv_1: 3 / 3
buf_2: 0 / 3
o32ai_1: 1 / 1
buf_4: 0 / 4
o22a_2: 1 / 1
per-layer routing:
layer | wire length [microns] | vias to the layer above | track usage (%)
met3 | 146 | 0 | 1.93
met1 | 256 | 84 | 2.38
met4 | 0 | 0 | 0
met5 | 0 | - | 0
li1 | - | 101 | -
met2 | 143 | 8 | 2.17
area by class of cell:
type               count  share of cell area, %
inverters              3                   3.49
multi-input cells     18                   49.2
repair buffers        12                   29.5
well taps             46                   17.8
worst max-delay path, stage by stage:
cell	delay (ns)
buf_8	0.10
fa_1	0.53
o22a_2	0.14
nor2_1	0.03
o31ai_1	0.18
buf_2	0.13
timing repair:
item,CTS,global route
setup endpoints to repair,2,2
pin swaps,4,0
cloned,0,0
gates resized,23,0
hold buffers,0,0
kinds of logic after synthesis:
logic type	after synthesis	synth area share (%)
AOI/OAI and AO/OA	6	26.5
adders and majority gates	4	34.9
buffers and inverters	3	6.82
muxes	1	6.06
and+or+nand+nor	7	25.8
per-stage QoR:
step | utilization, % | total power [mW] | setup TNS (ns)
2_1_floorplan | - | 0.0312 | -0.0954
5_1_grt | 9.45 | 0.0935 | -0.902
3_3_place_gp | 9.74 | 0.0866 | -2.18
4_1_cts | 9.45 | 0.0821 | -0.739
3_5_place_dp | 9.74 | 0.0903 | -2.25
6_report | 9.45 | 0.0821 | -0.729
where the power goes:
| group | switching, mW | internal (mW) |
|---|---|---|
| Clock | 0 | 0 |
| Sequential | 0 | 0 |
| Combinational | 0.0350 | 0.0471 |
path summary, 6_finish.rpt:
| check | slack (ns) | end | depth (start not counted) |
|---|---|---|---|
| worst min-delay path | 0.78 | r1 | 4 |
| worst max-delay path | -0.41 | r1 | 6 |
Power figures rest on the tool's default switching activity, not on a simulated workload.
